[/design/flow/design.v]
module UART_rs232_tx (Clk,Rst_n,TxEn,TxData,TxDone,Tx,Tick,NBits);	 
input Clk, Rst_n, TxEn,Tick;	 
input [3:0]NBits;		 
input [7:0]TxData;		 
output Tx;
output TxDone;
parameter  IDLE = 1'b0, WRITE = 1'b1;	 
reg  State, Next;			 
reg  TxDone = 1'b0;			 
reg  Tx;				 
reg write_enable = 1'b0;		 
reg start_bit = 1'b1;			 
reg stop_bit = 1'b0;			 
reg [4:0] Bit = 5'b00000;		 
reg [3:0] counter = 4'b0000;		 
reg [7:0] in_data=8'b00000000;		 
reg [1:0] R_edge;			 
wire D_edge;				 
always @ (posedge Clk or negedge Rst_n)			 
begin
if (!Rst_n)	State <= IDLE;				 
else 		State <= Next;				 
end
always @ (State or D_edge or TxData or TxDone) 
begin
    case(State)	
	IDLE:	if(D_edge)		Next = WRITE;		 
		else			Next = IDLE;
	WRITE:	if(TxDone)		Next = IDLE;  		 
		else			Next = WRITE;
	default 			Next = IDLE;
    endcase
end
always @ (State)
begin
    case (State)
	WRITE: begin
		write_enable <= 1'b1;	 
	end
	IDLE: begin
		write_enable <= 1'b0;	 
	end
    endcase
end
always @ (posedge Tick)
begin
	if (!write_enable)				 
	begin
	TxDone = 1'b0;
	start_bit <=1'b1;
	stop_bit <= 1'b0;
	end
	if (write_enable)				 
	begin
	counter <= counter+1;				 
	if(start_bit & !stop_bit)			 
	begin
	Tx <=1'b0;					 
	in_data <= TxData;				 
	end		
	if ((counter == 4'b1111) & (start_bit) )	 
	begin		
	start_bit <= 1'b0;
	in_data <= {1'b0,in_data[7:1]};
	Tx <= in_data[0];
	end
	if ((counter == 4'b1111) & (!start_bit) &  (Bit < NBits-1))	 
	begin		
	in_data <= {1'b0,in_data[7:1]};
	Bit <=Bit+1;
	Tx <= in_data[0];
	start_bit <= 1'b0;
	counter <= 4'b0000;
	end	
	if ((counter == 4'b1111) & (Bit == NBits-1) & (!stop_bit))	 
	begin
	Tx <= 1'b1;	
	counter <= 4'b0000;	
	stop_bit <=1'b1;
	end
	if ((counter == 4'b1111) & (Bit == NBits-1) & (stop_bit) )	 
	begin
	Bit <= 4'b0000;
	TxDone <= 1'b1;
	counter <= 4'b0000;
	end
	end
end
always @ (posedge Clk or negedge Rst_n)
begin
	if(!Rst_n)
	begin
	R_edge <= 2'b00;
	end
	else
	begin
	R_edge <={R_edge[0], TxEn};
	end
end
assign D_edge = !R_edge[1] & R_edge[0];
endmodule
[/design/flow/constraint.sdc]
current_design UART_rs232_tx

set clk_period 1.7
set clk_io_pct 0.2

create_clock -name clk0 -period $clk_period [get_ports {Clk}]
create_clock -name clk1 -period $clk_period [get_ports {Tick}]

set non_clock_inputs [all_inputs -no_clocks]
set_input_delay [expr $clk_period * $clk_io_pct] -clock clk0 $non_clock_inputs
set_output_delay [expr $clk_period * $clk_io_pct] -clock clk0 [all_outputs]
[/design/flow/config.mk]
export PLATFORM = sky130hd
export DESIGN_NAME = UART_rs232_tx
export DESIGN_NICKNAME = UART_rs232_tx
export VERILOG_FILES = /design/flow/design.v
export SDC_FILE = /design/flow/constraint.sdc
export NUM_CORES = 4
export LEC_CHECK = 1
export CORE_AREA = 10 10 92 92
export DIE_AREA = 0 0 102 102
[/design/flow/run.sh]
#!/bin/bash
# OpenROAD 26Q1-2900-gdf79404cd8, Yosys 0.63+post, stock flow scripts
make -C /OpenROAD-flow-scripts/flow DESIGN_CONFIG=/design/flow/config.mk WORK_HOME=/design/flow/orfs finish
==> flow_summary.toml <==
# yosys + openroad results
[synthesis]
ys.flops = 24
synth_area_leaders = "sky130_fd_sc_hd__edfxtp_1 (43%), sky130_fd_sc_hd__mux2_4 (8.4%), sky130_fd_sc_hd__ha_1 (7.0%), sky130_fd_sc_hd__dfrtp_1 (6.0%), sky130_fd_sc_hd__dfxtp_1 (4.8%)"
synth_area_sq_um = 1250
synth_async_sr_flop_share = 0.125
edf_count = 18
post_synth.cell_area_avg_sq_um = 13.2
synth.largest_area_cell = "sky130_fd_sc_hd__edfxtp_1"
yosys_warnings = 1
synth_cell_types = 33
yosysCellCount = 95
synth_largest_type_area_fraction = 0.431
ys_seq_share = 0.539
synth-main-ff-cell = "sky130_fd_sc_hd__edfxtp_1"
yosys_area_sq_um = 1250
synth_cells = 95
top_cells_by_count = "sky130_fd_sc_hd__edfxtp_1 (18), sky130_fd_sc_hd__ha_1 (7), sky130_fd_sc_hd__mux2_4 (7)"
synthMostInstantiatedCell = "sky130_fd_sc_hd__edfxtp_1"

[critical_path]
critical_path.slowest_cell = "sky130_fd_sc_hd__mux2_4"
worst_path_most_repeated_cell = "sky130_fd_sc_hd__ha_4"
r2r_path_end = "Bit[4]"
sum_of_buffers_and_inverters_on_the_critical_path = 3
cp.arrival_ns = 2.06
path_class = "primary input to flop"
critPathTopFamily = "AND-OR/OR-AND gates"
worst-r2r-setup-slack_ns = -0.29
crit_start = "NBits[1]"
required_ns = 1.72
cp_cell_sequence = "buf_6 > buf_4 > inv_2 > ha_4 > ha_4 > nor2b_4 > o211ai_2 > a21oi_4 > a21o_4 > mux2_4"
regToRegStartpoint = "Bit[3]"
worst_r2r_path_depth = 6
critPathLaunchType = "primary input"
critical_path.max_fanout = 5
critPathMaxStageDelay_ns = 0.31
cp-end-kind = "flop"

[pwr]
power.leakage_nw = 0.744
power-per-cell-area_nw_per_um2 = 1060
worst_ir_drop_vdd_v = 0.000867

[drt]
drt_iter0_markers = 22
antenna_cells = 0
detailedRoute.firstPassIterationCount = 3
route.antenna.remaining_nets = 0
route.final.wire_length_um = 2390
drcViolationCount = 0
avgViaCountPerCell = 3.85
vias_after_detailed_routing = 831
routed_wire_length_per_instance_um = 11.0

[final_timing]
worst_max_slew_margin_expressed_relative_to_the_limit = 0.712
worstMarginPinSlew_ns = 0.432
postLayoutSetupSlackWorst_ns = -0.349
final_report_hold_violation_count = 0
final_max_slew_viol_count = 0
finClkSkew_ns = 0.00584
final-setup-viol-count = 32
rsz0062_at_grt = "yes"
setup_total_negative_slack_ns = -8.98

[layout]
final_core_util = 0.294
final-instance-count-excl-fill = 216
layout-drive-gt1-share = 0.482
syn2layout_area_growth_pct = 51.4
n_fill_cell = 646

[placement]
placedCellCount = 201
globalplace.congestion = 0.755
port_buffers = 16
placement.setup.worst_slack_ns = -1.21
detailed_place_hpwl_um = 1660

[status]
run_status = "finished, violations left"
failed_checks = "setup timing"

[clock_tree]
cts_num_sinks = 24
tritoncts = "yes"
clock_transition_at_the_register_clock_pins_on_the_worst_setup_and_hold_paths_after_cts_ns = 0.08

[floorplan]
dieHeight_um = 102
floorplan.die.width_um = 102
floorplan.core_util = 0.194
io-pin-count = 18
core_sq_um = 6460
fp.dieArea_sq_um = 10400
fp-row-count = 29

[global_routing]
grt_max_degree = 13
grt-ovfl-total = 0
grt_pass1_wl_um = 3970
grt_pass1_vias = 891
global_route.usage.total = 0.0476
grt_antenna_before_repair = 0

[worst_hold_path]
hold_path.class = "primary input to asynchronous set/reset pin"

[run]
max_cap_violations = 0
openroad.warnings = 29
through the flow:
step | area (sq um) | hold slack, ns | power [mW]
2_1_floorplan | 1320 | 0.0444 | 1.24
3_3_place_gp | 1670 | 0.364 | 1.42
3_5_place_dp | 1670 | 0.371 | 1.43
4_1_cts | 1840 | 0.310 | 2.01
5_1_grt | 1900 | 0.319 | 2.14
6_report | 1900 | 0.308 | 2.02
per-layer routing:
metal	share of wire	GRT usage	up-vias
met5	0	0	-
met4	0.010	0.00868	0
met3	0.048	0.0191	4
met2	0.44	0.0696	13
met1	0.50	0.0661	387
li1	-	-	427
registers in the layout, summed over array words and instances (netlist names):
| register | count |
|---|---|
| stop_bit | 1 |
| Tx | 1 |
| State | 1 |
| in_data | 8 |
| Bit | 5 |
| TxDone | 1 |
| R_edge | 2 |
| start_bit | 1 |
| counter | 4 |
report_power, final:
group          leakage [nW]  switching (mW)  internal [mW]
Combinational         0.469           0.257          0.321
Clock                0.0482           0.203          0.323
Sequential            0.227          0.0857          0.828
cell usage in the layout, fill, tap and decap left out, types with 4 or more instances in the layout:
cell type,n
sky130_fd_sc_hd__buf_4,16
sky130_fd_sc_hd__buf_6,7
sky130_fd_sc_hd__clkbuf_8,6
sky130_fd_sc_hd__clkdlybuf4s50_1,12
sky130_fd_sc_hd__edfxtp_1,18
sky130_fd_sc_hd__ha_1,4
sky130_fd_sc_hd__mux2_4,7
sky130_fd_sc_hd__nand2_1,4
sky130_fd_sc_hd__nand3_1,4
sky130_fd_sc_hd__nor2_2,4
sky130_fd_sc_hd__xor2_1,4
layout make-up:
type                       count  area (sq um)  share of cell area
clock buffer                   7          86.3              0.0455
clock inverter                 1          5.00             0.00264
inverter                       5          18.8             0.00989
multi-input combinational     64           678               0.357
sequential                    24           676               0.356
tap                           77          96.3              0.0508
timing repair buffer          38           338               0.178
worst max path at each step:
stage / to / cells after the start
after CTS: in_data[5] / 9
final: in_data[5] / 10
after global routing: Bit[4] / 10
kinds of logic (layout without fill, tap and decap cells):
logic type	after synthesis	after routing	synth area share
adders and majority gates	7	7	0.0699
xor gates and xnor gates	7	7	0.0489
AOI/OAI and AO/OA	12	13	0.0808
and+or+nand+nor	29	29	0.139
muxes	8	8	0.0918
DFF	24	24	0.539
buffers and inverters	8	51	0.0309
what timing repair did:
action	in CTS	in global routing
gates resized	27	10
setup endpoints to repair	33	33
cloned	1	0
setup buffers	7	0
pin swaps	12	15
hold buffers	0	0
No activity file was given, so power comes from the tool's default toggle rates.
